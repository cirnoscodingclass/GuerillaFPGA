<file path="design/flow/run.sh">
#!/bin/bash
# OpenROAD 26Q1-2900-gdf79404cd8, Yosys 0.63+post, stock flow scripts
make -C /OpenROAD-flow-scripts/flow DESIGN_CONFIG=/design/flow/config.mk WORK_HOME=/design/flow/orfs finish
</file>
<file path="design/flow/config.mk">
export PLATFORM = sky130hd
export DESIGN_NAME = Counter
export DESIGN_NICKNAME = Counter
export VERILOG_FILES = /design/flow/design.v
export SDC_FILE = /design/flow/constraint.sdc
export NUM_CORES = 4
export LEC_CHECK = 1
export CORE_UTILIZATION = 50
</file>
<file path="design/flow/constraint.sdc">
current_design Counter

set clk_period 6.0
set clk_io_pct 0.2

create_clock -name clk0 -period $clk_period [get_ports {clk}]

set non_clock_inputs [all_inputs -no_clocks]
set_input_delay [expr $clk_period * $clk_io_pct] -clock clk0 $non_clock_inputs
set_output_delay [expr $clk_period * $clk_io_pct] -clock clk0 [all_outputs]
</file>
<file path="design/flow/design.v">
module Counter(
    input clk,                 
    output [6:0] seg,          
    output [3:0] an            
);
    reg [26:0] count_1hz;      
    reg clk_1hz;               
    reg [3:0] bcd0, bcd1, bcd2, bcd3;   
    reg [3:0] an_reg;
    reg [6:0] seg_reg;
    reg [15:0] refresh_counter;  
    always @(posedge clk) begin
        if (count_1hz == 100_000_000 - 1) begin
            count_1hz <= 0;
            clk_1hz <= ~clk_1hz;
        end else begin
            count_1hz <= count_1hz + 1;
        end
    end
    always @(posedge clk_1hz) begin
        if (bcd0 == 4'b1001) begin
            bcd0 <= 4'b0000;
            if (bcd1 == 4'b1001) begin
                bcd1 <= 4'b0000;
                if (bcd2 == 4'b1001) begin
                    bcd2 <= 4'b0000;
                    if (bcd3 == 4'b1001) begin
                        bcd3 <= 4'b0000;
                    end else begin
                        bcd3 <= bcd3 + 1;
                    end
                end else begin
                    bcd2 <= bcd2 + 1;
                end
            end else begin
                bcd1 <= bcd1 + 1;
            end
        end else begin
            bcd0 <= bcd0 + 1;
        end
    end
    always @(*) begin
        case (an_reg)
            4'b1110: seg_reg = bcd_to_7seg(bcd0);
            4'b1101: seg_reg = bcd_to_7seg(bcd1);
            4'b1011: seg_reg = bcd_to_7seg(bcd2);
            4'b0111: seg_reg = bcd_to_7seg(bcd3);
            default: seg_reg = 7'b1111111;
        endcase
    end
    always @(posedge clk) begin
        if (refresh_counter == 0) begin
            an_reg <= {an_reg[2:0], an_reg[3]};
        end
        refresh_counter <= refresh_counter + 1;
    end
    assign seg = seg_reg;
    assign an = an_reg;
    function [6:0] bcd_to_7seg;
        input [3:0] bcd;
        case (bcd)
            4'b0000: bcd_to_7seg = 7'b1000000;  
            4'b0001: bcd_to_7seg = 7'b1111001;  
            4'b0010: bcd_to_7seg = 7'b0100100;  
            4'b0011: bcd_to_7seg = 7'b0110000;  
            4'b0100: bcd_to_7seg = 7'b0011001;  
            4'b0101: bcd_to_7seg = 7'b0010010;  
            4'b0110: bcd_to_7seg = 7'b0000010;  
            4'b0111: bcd_to_7seg = 7'b1111000;  
            4'b1000: bcd_to_7seg = 7'b0000000;  
            4'b1001: bcd_to_7seg = 7'b0010000;  
            default: bcd_to_7seg = 7'b1111111;  
        endcase
    endfunction
    initial begin
        count_1hz = 0;
        clk_1hz = 0;
        bcd0 = 0;
        bcd1 = 0;
        bcd2 = 0;
        bcd3 = 0;
        an_reg = 4'b1110;
        refresh_counter = 0;
    end
endmodule
</file>
==> impl_metrics.toml <==
# implementation run metrics
[sta]
rsz0062_at_grt = "no"
max_slew.worst_pin.slew_ns = 0.6799
fin_skew_ns = 0.01029
setup_slack_ns = 2.442
max_clock_freq_mhz = 281.1
setup_tns_ns = 0
hold_ws_ns = 0.4452
finalClockPeriodUsage_pct = 59.30
finalSetupViolCount = 0
period_minus_slack_ns = 3.558
unclocked_pins = 16
slew_viol_final = 0
hold_violations = 0
untimed_endpoints = 28
relSlewSlack_pct = 54.68

[placed_design]
gp_congestion = 0.8634
place_hpwl_mm = 5.062
place_ws_ns = 2.761
io_buffers = 11

[worst_setup_path]
arrival_ns = 2.36
criticalPathCategory = "flop to output pin"
cp.required_ns = 4.80
end_kind = "output pin"
cp_slowest_cell = "or3b_2"
cpPeakStageDelay_ns = 0.50
cp_top_family = "simple AND/OR/NAND/NOR gates"
crit_chain = "and4b_1 > o21ai_0 > o22ai_1 > or3b_2 > clkdlybuf4s50_1"
r2r-end = "clk_1hz"
worst-r2r-cell-count = 3
cp-start-kind = "flop"
cp.depth = 5
reg2reg_from = "count_1hz[11]"
cp_max_fo = 7
r2r_setup_slack_ns = 3.76
path_buffers = 1

[drt]
wire_per_inst_microns = 13.60
drc_errors = 0
routed_wl_mm = 6.787
via_count = 2753
via_per_inst = 5.517
n_antenna_cell = 0
dr.first_iter.drc_count = 139
drt-pass1-iter-count = 4
antenna_left = 0

[logic_synthesis]
top_cells_by_area = "dfxtp_1, edfxtp_1, ha_1, xnor2_1, a21oi_1"
most_common_cell = "dfxtp_1"
synthTopCellsByCount = "dfxtp_1, nand2_1, a21oi_1, ha_1"
synth_seq_share_pct = 39.88
ys_area_sq_mm = 0.003640
syn_inst = 399
synthArstFlopShare_pct = 0
ys_types = 55
synth_area_per_cell_sq_um = 9.122
yosysTopAreaCell = "dfxtp_1"
ff_type = "dfxtp_1"
edf_count = 17
synth_warnings = 1
ys.flops = 64
synth_area_sq_mm = 0.003640
ys_cells = 399
top_area_share_pct = 25.85

[grt]
grt_max_degree = 18
grt_overflow = 0
grt_first_pass_wirelength_mm = 11.43
grt_pass1_vias = 2437
antenna_found_initial = 0
track_usage_pct = 19.39

[cells_and_area]
largest_register = "count_1hz"
fillCellCount = 643
drive_above_1_share_pct = 6.700
largestRegisters = "count_1hz: 27 flops, refresh_counter: 16 flops"
syn_to_final_growth_pct = 7.528
largest_reg_flops = 27

[outcome]
outcome = "completed"

[power]
pwr_density_cell_mw_per_mm2 = 140.6
max-vdd-ir-drop_v = 0.0001699
p_leak_nw = 1.520

[clocking]
cts.hold.buffers_added = 0
clockBufferDepth = 2
cts_resized = 0
h-tree-depth = 2
clkTransAtPathRegs_ns = 0.08
clock_latency_ns = 0.30
cts_tree = "yes"
cts_buffers = 5
post-cts-setup-buffer-count = 0
cts-root-buf = "clkbuf_8"

[floorplanning]
fp-utilization_pct = 52.70
num_rows = 30
coreArea_sq_mm = 0.006907
die_h_microns = 87.32
ios = 12
die_x_microns = 87.32
die-area_sq_mm = 0.007625

[hold_path]
whs_path_depth = 1
min_to = "refresh_counter[0]"
min-delay-start = "refresh_counter[0]"
hold_class = "flop to flop"

[flow_run]
cap_violations = 0
warning_count = 46
how the worst max path moves through the flow:
stage	start	to
finish	an_reg[3]	seg[0]
global route	an_reg[2]	seg[5]
CTS	an_reg[2]	seg[0]
layout make-up:
type	count	area [sq um]	area share [%]
clock buffers	6	72.57	1.854
multi-input cells	297	2038	52.08
flip-flops and latches	64	1451	37.08
clock inverters	2	35.03	0.8951
well taps	96	120.1	3.069
inverters	23	86.33	2.206
repair buffers	11	110.1	2.813
routing by layer:
metal / vias up / wire length (microns) / GRT usage [%]
li1: 1443 / - / -
met1: 1275 / 3515 / 31.35
met2: 30 / 3046 / 30.47
met3: 5 / 152 / 1.923
met4: 0 / 74 / 1.788
met5: - / 0 / 0
kinds of logic (layout without fill, tap and decap cells):
logic type / count (synthesis) / after routing / share of synthesized area (%)
fa+ha+maj: 27 / 27 / 9.281
mux: 2 / 2 / 0.5500
compound gates: 81 / 81 / 13.89
xor+xnor: 37 / 37 / 8.903
buf+inv: 38 / 42 / 4.125
flops: 64 / 64 / 39.88
simple gates: 150 / 150 / 23.38
power by group:
part	internal [mW]	total [mW]	switching, mW
registers	0.323	0.323	0
clock network	0.124	0.228	0.104
logic	0	0.000000891	0
cell usage in the layout, fill, tap and decap left out, drive strengths merged, types with 4 or more instances in the layout:
master         instances
nor4                   6
ha                    27
nor2b                  6
nor2                  22
a211oi                 6
nand2                 28
o22ai                 10
nand4                 13
or2                    7
clkdlybuf4s50         11
clkbuf                 6
nand2b                 8
and3                   4
inv                   23
nor3                   8
or3                    7
a21oi                 28
edfxtp                17
or3b                   4
o21ai                 16
xor2                  14
dfxtp                 47
xnor2                 23
nand3                 18
or4                    5
metrics by stage:
step,utilization [%],instances,power (mW),instance area [sq um]
floorplan,-,399,0.3304,3640
global placement,55.11,491,0.3304,3806
detailed placement,55.11,491,0.3304,3806
CTS,56.67,499,0.5560,3914
global route,56.67,499,0.5679,3914
finish,56.67,499,0.5503,3914
worst register-to-register path, cell delays in order (launching register included):
cell and delay, ns:
dfxtp_1 0.34, or4b_2 0.66, nor3_1 0.19, and4_1 0.68
No activity file was given, so power comes from the tool's default toggle rates.
